===== design/flow/design.v =====
module fpga_uart_loopback #(
    parameter CLK_FREQ = 50  
) (
    input         clk,
    input         rst_n,
    input         uart_rxd,
    output        uart_txd
);
logic [15:0]    cfg_div;
logic           cfg_txen;
logic           cfg_rxen;
logic           cfg_nstop;
logic           tx_valid;
logic [7:0]     tx_data;
logic           tx_ready;
logic           rx_valid;
logic [7:0]     rx_data;
assign cfg_div   = CLK_FREQ * 1000000 / 115200 - 1;  
assign cfg_txen  = 1;
assign cfg_rxen  = 1;
assign cfg_nstop = 0;
assign tx_valid = rx_valid;
assign tx_data = rx_data;
uart_core u_uart_core
(
    .*
);
endmodule
module uart_baud (
    input  logic        clk,
    input  logic        rst_n,
    input  logic [15:0] cfg_div,             
    input  logic        clear,               
    output logic        baud_sample_6th,     
    output logic        baud_sample_8th,     
    output logic        baud_sample_10th,    
    output logic        baud_sample_16th     
);
    logic        tick;
    logic [11:0] counter;        
    logic [3:0]  sample_count;
    always_ff @(posedge clk) begin
        if (!rst_n) begin
            counter <= 12'b0;
        end
        else begin
            if (clear || tick) counter <= cfg_div[15:4];
            else counter <= counter - 1'b1;
        end
    end
    always_ff @(posedge clk) begin
        if (!rst_n) begin
            sample_count <= 4'b0;
        end
        else begin
            if (clear || baud_sample_16th) sample_count <= 0;
            else if (tick) sample_count <= sample_count + 1'b1;
        end
    end
    assign tick = (counter == 12'b1);  
    assign baud_sample_6th  = tick & (sample_count == 4'd5);
    assign baud_sample_8th  = tick & (sample_count == 4'd7);
    assign baud_sample_10th = tick & (sample_count == 4'd9);
    assign baud_sample_16th = tick & (sample_count == 4'd15);
endmodule
module uart_core (
    input           clk,
    input           rst_n,
    input [15:0]    cfg_div,
    input           cfg_txen,
    input           cfg_rxen,
    input           cfg_nstop,
    input           tx_valid,
    input [7:0]     tx_data,
    output          tx_ready,
    output          rx_valid,
    output [7:0]    rx_data,
    output          uart_txd,
    input           uart_rxd
);
    uart_tx u_uart_tx(.*);
    uart_rx u_uart_rx(.*);
endmodule
module uart_rx (
    input  logic        clk,
    input  logic        rst_n,
    input  logic [15:0] cfg_div,
    input  logic        cfg_rxen,
    input  logic        cfg_nstop,
    output logic        rx_valid,
    output logic [7:0]  rx_data,
    input  logic        uart_rxd
);
    logic baud_sample_6th;
    logic baud_sample_8th;
    logic baud_sample_10th;
    logic baud_sample_16th;
    logic baud_clear;
    logic [2:0] data_cnt;
    logic       stop_cnt;
    logic       last_data;
    logic       last_stop;
    logic [1:0] uart_rxd_doublesync;
    logic       uart_rxd_sync;
    logic [2:0] uart_rxd_sample;
    logic       uart_rxd_vote;
    localparam IDLE  = 0;
    localparam START = 1;
    localparam DATA  = 2;
    localparam STOP  = 3;
    logic [1:0] rx_state;
    logic [1:0] rx_state_next;
    always @(posedge clk) begin
        if (!rst_n) begin
            uart_rxd_doublesync <= 2'b0;
        end
        else begin
            uart_rxd_doublesync[0] <= uart_rxd;
            uart_rxd_doublesync[1] <= uart_rxd_doublesync[0];
        end
    end
    assign uart_rxd_sync = uart_rxd_doublesync[1];
    always_ff @(posedge clk) begin
        if (!rst_n) begin
            rx_state <= IDLE;
        end
        else begin
            rx_state <= rx_state_next;
        end
    end
    always_comb begin
        rx_state_next = rx_state;
        case(rx_state)
            IDLE: begin
                if (!uart_rxd_sync & cfg_rxen) rx_state_next = START;
            end
            START: begin
                if      (!uart_rxd_vote & baud_sample_16th) rx_state_next = DATA;
                else if (uart_rxd_vote & baud_sample_16th)  rx_state_next = IDLE;
            end
            DATA: begin
                if (last_data & baud_sample_16th) rx_state_next = STOP;
            end
            STOP: begin
                if (last_stop & baud_sample_16th) rx_state_next = IDLE;
            end
        endcase
    end
    assign baud_clear = (rx_state == IDLE) & ~uart_rxd_sync;
    always_ff @(posedge clk) begin
        if (!rst_n) begin
            uart_rxd_sample <= 3'b0;
        end
        else begin
            if (baud_sample_6th)  uart_rxd_sample[0] <= uart_rxd_sync;
            if (baud_sample_8th)  uart_rxd_sample[1] <= uart_rxd_sync;
            if (baud_sample_10th) uart_rxd_sample[2] <= uart_rxd_sync;
        end
    end
    assign uart_rxd_vote = (uart_rxd_sample[0] & uart_rxd_sample[1]) |
                           (uart_rxd_sample[0] & uart_rxd_sample[2]) |
                           (uart_rxd_sample[1] & uart_rxd_sample[2]) ;
    always_ff @(posedge clk) begin
        if (!rst_n) begin
            data_cnt <= 3'b0;
            stop_cnt <= 1'b0;
            rx_data <= 8'b0;
            rx_valid <= 1'b0;
        end
        else begin
            rx_valid <= 1'b0;
            case(rx_state)
                IDLE: begin
                    data_cnt <= 0;
                    stop_cnt <= 0;
                end
                DATA: begin
                    if (baud_sample_16th) begin
                        rx_data <= {uart_rxd_vote, rx_data[7:1]};
                        data_cnt <= data_cnt + 1'b1;
                    end
                end
                STOP: begin
                    if (baud_sample_16th) begin
                        stop_cnt <= stop_cnt + 1'b1;
                    end
                    if (baud_sample_16th && last_stop) begin
                        rx_valid <= 1'b1;
                    end
                end
            endcase
        end
    end
    assign last_data = (data_cnt == 3'd7);
    assign last_stop = (stop_cnt == cfg_nstop);
    uart_baud u_uart_baud(
        .clk                (clk             ),
        .rst_n              (rst_n           ),
        .cfg_div            (cfg_div         ),
        .clear              (baud_clear      ),
        .baud_sample_6th    (baud_sample_6th ),
        .baud_sample_8th    (baud_sample_8th ),
        .baud_sample_10th   (baud_sample_10th),
        .baud_sample_16th   (baud_sample_16th)
    );
endmodule
module uart_tx (
    input  logic        clk,
    input  logic        rst_n,
    input  logic [15:0] cfg_div,
    input  logic        cfg_txen,
    input  logic        cfg_nstop,
    input  logic        tx_valid,
    input  logic [7:0]  tx_data,
    output logic        tx_ready,
    output logic        uart_txd
);
    logic baud_sample_16th;
    logic baud_clear;
    logic [9:0] uart_data;  
    logic [2:0] data_cnt;
    logic       stop_cnt;
    logic       last_data;
    logic       last_stop;
    localparam IDLE  = 0;
    localparam START = 1;
    localparam DATA  = 2;
    localparam STOP  = 3;
    logic [1:0] tx_state;
    logic [1:0] tx_state_next;
    always_ff @(posedge clk) begin
        if (!rst_n) begin
            tx_state <= IDLE;
        end
        else begin
            tx_state <= tx_state_next;
        end
    end
    always_comb begin
        tx_state_next = tx_state;
        case(tx_state)
            IDLE: begin
                if (tx_valid && tx_ready && cfg_txen) tx_state_next = START;
            end
            START: begin
                if (baud_sample_16th) tx_state_next = DATA;
            end
            DATA: begin
                if (baud_sample_16th && last_data) tx_state_next = STOP;
            end
            STOP: begin
                if (baud_sample_16th && last_stop) tx_state_next = IDLE;
            end
        endcase
    end
    always_ff @(posedge clk) begin
        if (!rst_n) begin
            data_cnt <= 3'b0;
            stop_cnt <= 1'b0;
            uart_data <= 10'b1;  
            tx_ready <= 1'b0;
        end
        else begin
            tx_ready <= 1'b0;
            case (tx_state)
                IDLE: begin
                    tx_ready <= 1'b1;
                    data_cnt <= 0;
                    stop_cnt <= 0;
                    uart_data <= 10'h1;
                    if (tx_valid && tx_ready) begin
                        uart_data <= {1'b1, tx_data, 1'b0};  
                        tx_ready <= 1'b0;
                    end
                end
                START: begin
                    if (baud_sample_16th) begin
                        uart_data <= (uart_data >> 1);
                    end
                end
                DATA: begin
                    if (baud_sample_16th) begin
                        uart_data <= (uart_data >> 1);
                        data_cnt <= data_cnt + 1'b1;
                    end
                end
                STOP: begin
                    if (baud_sample_16th) begin
                        stop_cnt <= stop_cnt + 1'b1;
                    end
                end
            endcase
        end
    end
    assign last_data = (data_cnt == 3'd7);
    assign last_stop = (stop_cnt == cfg_nstop);
    assign uart_txd = uart_data[0];
    assign baud_clear = (tx_state == IDLE) & tx_valid;
    uart_baud u_uart_baud(
        .clk                (clk),
        .rst_n              (rst_n),
        .cfg_div            (cfg_div),
        .clear              (baud_clear),
        .baud_sample_6th    (),
        .baud_sample_8th    (),
        .baud_sample_10th   (),
        .baud_sample_16th   (baud_sample_16th)
    );
endmodule

===== design/flow/run.sh =====
#!/bin/bash
# OpenROAD 26Q1-2900-gdf79404cd8, Yosys 0.63+post, stock flow scripts
make -C /OpenROAD-flow-scripts/flow DESIGN_CONFIG=/design/flow/config.mk WORK_HOME=/design/flow/orfs finish

===== design/flow/config.mk =====
export PLATFORM = sky130hd
export DESIGN_NAME = fpga_uart_loopback
export DESIGN_NICKNAME = fpga_uart_loopback
export VERILOG_FILES = /design/flow/design.v
export SDC_FILE = /design/flow/constraint.sdc
export NUM_CORES = 4
export LEC_CHECK = 1
export CORE_UTILIZATION = 50

===== design/flow/constraint.sdc =====
current_design fpga_uart_loopback

set clk_period 2.4
set clk_io_pct 0.2

create_clock -name clk0 -period $clk_period [get_ports {clk}]

set non_clock_inputs [all_inputs -no_clocks]
set_input_delay [expr $clk_period * $clk_io_pct] -clock clk0 $non_clock_inputs
set_output_delay [expr $clk_period * $clk_io_pct] -clock clk0 [all_outputs]

==> deck_impl_summary.md <==
Key Metrics from the Run

Synthesis
  – Synth Instances: 358
  – # Cells Yosys: 358
  – Top-count cell post-synth: dfxtp_1
  – Top cells by area, synth: dfxtp_1, mux2i_1, ha_1, a21oi_1, nand2_1
  – Top_reg_cell synth: dfxtp_1
  – Yosys Chip Area: 3330 sq um
  – Yosys warns: 3
  – Unique cell type count in the Yosys netlist: 57
  – Top cells by count, synth: dfxtp_1, nand2_1, a21oi_1, nor2_1, mux2i_1
  – Number of enable flip-flop cells: 0
  – Synthesized area: 3330 sq um
  – Syn Area/Cell: 9.31 sq um
  – Area leader, netlist: dfxtp_1
  – Synth async-reset ratio: 0
  – Post-synth top area share: 0.439
  – Post-synthesis register bit count: 73
  – Post-synth seq share: 0.439

Final timing
  – Worst Max-Slew Pin Slew: 526 ps
  – Final min period: 2050 ps
  – Fmax: 0.488 GHz
  – RSZ-0062 raised after global routing: no
  – Skew final: 10.4 ps
  – Tcrit/Tclk final: 0.853
  – Final Hold Viols: 0
  – Fin Setup TNS: 0 ps
  – Fin. max-slew vios: 0
  – Final hold slack: 452 ps
  – Final setup viols: 0
  – Rel. slew slack: 0.649

Clocking
  – # resized after CTS: 0
  – Num CTS Buffers: 9
  – CTS Root Buffer Type: clkbuf_8
  – Late-Pin Clk Latency: 340 ps
  – Clock sink total: 73
  – # Post-CTS Setup Buffers: 0
  – Clock Pin Slew Worst Setup and Hold Paths: 80 ps
  – CTS tree: yes
  – CTS Buffer Depth: 2
  – # hold bufs at CTS: 0
  – Htree depth: 3

Setup path
  – FF-to-FF Start: u_uart_core.u_uart_tx.u_uart_baud.counter[0]
  – Critical path arrival: 2280 ps
  – Crit-path max FO: 14
  – Reg2reg path depth: 6
  – Slowest CP cell: and4_1
  – R2R setup slack: 350 ps
  – Crit. End Element: register
  – Setup Crit Path Kind: register to register
  – CP required: 2630 ps
  – WP buf/inv: 1
  – R2r endpoint: u_uart_core.u_uart_tx.uart_data[6]
  – Largest delay share family, worst path: simple AND/OR/NAND/NOR gates
  – CP max stage delay: 540 ps
  – Worst Setup Start Kind: register
  – Critical-path cell list: ha_1 -> and4b_1 -> and4_1 -> buf_4 -> mux2i_1 -> o22ai_1

Placed design
  – DP Wirelength: 4.07 mm
  – Port bufs: 3
  – GP Congestion: 0.800

Route
  – Initial DRC Count: 119
  – DRC viols: 0
  – Initial DRT Pass Iterations: 4
  – Via Count: 2553
  – Ant. Diodes: 0
  – DR WL/cell: 13.6 um
  – Vias/cell: 5.69
  – Number of antenna-violating nets in the routed design: 0
  – Drt total wl: 6.10 mm

Cells and area
  – Comb gate area: 1750 sq um
  – Fraction of final layout cells with drive strength greater than 1: 0.105
  – Synth-to-layout area growth: 9.88%
  – Fillers: 560
  – Util after Layout: 0.573
  – Sequential cell area: 1460 sq um

Floorplanning
  – IO Pins: 4
  – Die width: 83.6 um
  – Core footprint: 6390 sq um
  – Die H: 83.6 um
  – Chip area: 6990 sq um
  – Site Rows: 29
  – Fp_density: 0.522

Global route
  – Gr usage total: 0.185
  – Initial antenna violation count: 0
  – Global-route wire length before repair: 10.7 mm
  – Global route overflow: 0
  – Vias in the first global route: 2400
  – Largest net degree at the start of global routing: 31

Power and ir drop
  – Max IR drop VDD: 0.517 mV
  – Pwr/cell area: 851 nW/um^2
  – LEAKAGE: 0.00132 uW

Job
  – OpenROAD warning count: 28
  – Number of max-cap violations: 0

Worst hold path
  – Min-delay worst type: register to register
  – Worst hold path cell count: 1
  – Hold path startpoint: u_uart_core.u_uart_rx.uart_rxd_doublesync[0]
  – End of the worst hold path: u_uart_core.u_uart_rx.uart_rxd_doublesync[1]

Run status
  – Status: finished clean
[cells in the final DEF (no fill, tap or decap), types with 5 or more instances in the layout]
cell type and n:
ha_1 11, nand2_1 32, clkbuf_8 9, nand4_1 9, nand3_1 16, a21oi_1 27, dfxtp_1 73, nor2_1 27
mux2i_1 20, buf_4 8, a22oi_1 7, nor3_1 8, inv_1 13, or3_1 7, o22ai_1 8, o21ai_0 11
xor2_1 10, nand2b_1 5, xnor2_1 8
[worst reg2reg max path: stages, from the launching register on]
cell and delay [ps]:
dfxtp_1 440, ha_1 190, and4b_1 220, and4_1 540, buf_4 250, mux2i_1 190
o22ai_1 90
[report_power, final]
part	total [uW]	switching (uW)	internal, uW	leakage (uW)
Combinational	608	325	282	0.000622
Sequential	1460	133	1330	0.000594
Clock	1050	463	585	0.000109
Total	3120	922	2200	0.00132
[kinds of logic after synthesis]
kind of cell | Yosys count | synth area share
flip-flops | 73 | 0.439
adder cells (fa/ha/maj) | 12 | 0.0443
multiplexers | 20 | 0.0601
AND-OR/OR-AND | 72 | 0.137
AND/OR/NAND/NOR | 137 | 0.235
buffers and inverters | 26 | 0.0376
XOR/XNOR | 18 | 0.0473
[how the worst max path moves through the flow]
stage	start	slack (ps)	to	cells past startpoint
6_report	u_uart_core.u_uart_tx.u_uart_baud.counter[0]	350	u_uart_core.u_uart_tx.uart_data[6]	6
5_1_grt	u_uart_core.u_uart_tx.u_uart_baud.counter[0]	170	u_uart_core.u_uart_tx.uart_data[5]	6
4_1_cts	u_uart_core.u_uart_tx.u_uart_baud.counter[0]	340	u_uart_core.u_uart_tx.uart_data[6]	6
[per-layer routing]
metal | part of all wire | GRT usage | routed length [um] | up-vias
met4 | 0.019 | 0.0324 | 117 | 0
met1 | 0.51 | 0.289 | 3100 | 1178
met2 | 0.44 | 0.284 | 2690 | 39
met5 | 0 | 0 | 0 | -
met3 | 0.030 | 0.0291 | 183 | 11
li1 | - | - | - | 1325
[through the flow]
step | setup WS (ps) | power (uW) | std cells | cell area (sq um)
2_1_floorplan | 680 | 1940 | 358 | 3330
3_3_place_gp | 410 | 2100 | 433 | 3440
3_5_place_dp | 361 | 2100 | 433 | 3440
4_1_cts | 344 | 3160 | 449 | 3660
5_1_grt | 174 | 3310 | 449 | 3660
6_report | 352 | 3120 | 449 | 3660
[registers in the layout (all words and copies together), names as in the netlist]
| name | cells |
|---|---|
| u_uart_core.u_uart_rx.data_cnt | 3 |
| u_uart_core.u_uart_rx.rx_data | 8 |
| u_uart_core.u_uart_rx.rx_state | 4 |
| u_uart_core.u_uart_rx.rx_valid | 1 |
| u_uart_core.u_uart_rx.stop_cnt | 1 |
| u_uart_core.u_uart_rx.u_uart_baud.counter | 12 |
| u_uart_core.u_uart_rx.u_uart_baud.sample_count | 4 |
| u_uart_core.u_uart_rx.uart_rxd_doublesync | 2 |
| u_uart_core.u_uart_rx.uart_rxd_sample | 3 |
| u_uart_core.u_uart_tx.data_cnt | 3 |
| u_uart_core.u_uart_tx.stop_cnt | 1 |
| u_uart_core.u_uart_tx.tx_ready | 1 |
| u_uart_core.u_uart_tx.tx_state | 4 |
| u_uart_core.u_uart_tx.u_uart_baud.counter | 12 |
| u_uart_core.u_uart_tx.u_uart_baud.sample_count | 4 |
| u_uart_core.u_uart_tx.uart_data | 10 |
[cell type report]
class	count	area share
Multi-Input combinational cell	259	0.477
Sequential cell	73	0.399
Clock buffer	9	0.0338
Tap cell	77	0.0263
Clock inverter	7	0.0260
Timing Repair Buffer	11	0.0246
Inverter	13	0.0133
No activity file was given, so power comes from the tool's default toggle rates.
